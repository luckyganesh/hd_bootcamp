<file path="./design.v">
module Cell(out, clk, neighbouringCells, initialState, initialize);
  input clk, initialState, initialize;
  input [7:0] neighbouringCells;
  output out;
  reg out;
  wire [3:0] liveCells;
  assign liveCells = neighbouringCells[0] + neighbouringCells[1] + neighbouringCells[2] + neighbouringCells[3] + neighbouringCells[4] + neighbouringCells[5] + neighbouringCells[6] + neighbouringCells[7];  
  always @ ( posedge clk)
    begin
      if(initialize)
          out = initialState;
      else if ( liveCells == 2'b11 )
        out = 1'b1;
      else if( liveCells != 2'b10 )
        out = 1'b0;
    end
endmodule
module gol(out, in, initialise,clk);
  input [2:0][2:0] in;
  output [2:0] [2:0] out;
  input initialise,clk;
  wire [7:0] neighbouringCells_0_0;
  wire [7:0] neighbouringCells_0_1;
  wire [7:0] neighbouringCells_0_2;
  wire [7:0] neighbouringCells_1_0;
  wire [7:0] neighbouringCells_1_1;
  wire [7:0] neighbouringCells_1_2;
  wire [7:0] neighbouringCells_2_0;
  wire [7:0] neighbouringCells_2_1;
  wire [7:0] neighbouringCells_2_2;
  assign neighbouringCells_0_0[0] = out[0][1];
  assign neighbouringCells_0_0[1] = out[1][0];
  assign neighbouringCells_0_0[2] = out[1][1];
  assign neighbouringCells_0_0[3] = 0;
  assign neighbouringCells_0_0[4] = 0;
  assign neighbouringCells_0_0[5] = 0;
  assign neighbouringCells_0_0[6] = 0;
  assign neighbouringCells_0_0[7] = 0;
  assign neighbouringCells_0_1[0] = out[0][0];
  assign neighbouringCells_0_1[1] = out[0][2];
  assign neighbouringCells_0_1[2] = out[1][0];
  assign neighbouringCells_0_1[3] = out[1][1];
  assign neighbouringCells_0_1[4] = out[1][2];
  assign neighbouringCells_0_1[5] = 0;
  assign neighbouringCells_0_1[6] = 0;
  assign neighbouringCells_0_1[7] = 0;
  assign neighbouringCells_0_2[0] = out[0][1];
  assign neighbouringCells_0_2[1] = out[1][1];
  assign neighbouringCells_0_2[2] = out[1][2];
  assign neighbouringCells_0_2[3] = 0;
  assign neighbouringCells_0_2[4] = 0;
  assign neighbouringCells_0_2[5] = 0;
  assign neighbouringCells_0_2[6] = 0;
  assign neighbouringCells_0_2[7] = 0;
  assign neighbouringCells_1_0[0] = out[0][0];
  assign neighbouringCells_1_0[1] = out[0][1];
  assign neighbouringCells_1_0[2] = out[1][1];
  assign neighbouringCells_1_0[3] = out[2][0];
  assign neighbouringCells_1_0[4] = out[2][1];
  assign neighbouringCells_1_0[5] = 0;
  assign neighbouringCells_1_0[6] = 0;
  assign neighbouringCells_1_0[7] = 0;
  assign neighbouringCells_1_1[0] = out[0][0];
  assign neighbouringCells_1_1[1] = out[0][1];
  assign neighbouringCells_1_1[2] = out[0][2];
  assign neighbouringCells_1_1[3] = out[1][0];
  assign neighbouringCells_1_1[4] = out[1][2];
  assign neighbouringCells_1_1[5] = out[2][0];
  assign neighbouringCells_1_1[6] = out[2][1];
  assign neighbouringCells_1_1[7] = out[2][2];
  assign neighbouringCells_1_2[0] = out[0][1];
  assign neighbouringCells_1_2[1] = out[0][2];
  assign neighbouringCells_1_2[2] = out[1][1];
  assign neighbouringCells_1_2[3] = out[2][1];
  assign neighbouringCells_1_2[4] = out[2][2];
  assign neighbouringCells_1_2[5] = 0;
  assign neighbouringCells_1_2[6] = 0;
  assign neighbouringCells_1_2[7] = 0;
  assign neighbouringCells_2_0[0] = out[1][0];
  assign neighbouringCells_2_0[1] = out[1][1];
  assign neighbouringCells_2_0[2] = out[2][1];
  assign neighbouringCells_2_0[3] = 0;
  assign neighbouringCells_2_0[4] = 0;
  assign neighbouringCells_2_0[5] = 0;
  assign neighbouringCells_2_0[6] = 0;
  assign neighbouringCells_2_0[7] = 0;
  assign neighbouringCells_2_1[0] = out[1][0];
  assign neighbouringCells_2_1[1] = out[1][1];
  assign neighbouringCells_2_1[2] = out[1][2];
  assign neighbouringCells_2_1[3] = out[2][0];
  assign neighbouringCells_2_1[4] = out[2][2];
  assign neighbouringCells_2_1[5] = 0;
  assign neighbouringCells_2_1[6] = 0;
  assign neighbouringCells_2_1[7] = 0;
  assign neighbouringCells_2_2[0] = out[1][1];
  assign neighbouringCells_2_2[1] = out[1][2];
  assign neighbouringCells_2_2[2] = out[2][1];
  assign neighbouringCells_2_2[3] = 0;
  assign neighbouringCells_2_2[4] = 0;
  assign neighbouringCells_2_2[5] = 0;
  assign neighbouringCells_2_2[6] = 0;
  assign neighbouringCells_2_2[7] = 0;
  Cell Cell_0_0(out[0][0], clk, neighbouringCells_0_0, in[0][0], initialise);
  Cell Cell_0_1(out[0][1], clk, neighbouringCells_0_1, in[0][1], initialise);
  Cell Cell_0_2(out[0][2], clk, neighbouringCells_0_2, in[0][2], initialise);
  Cell Cell_1_0(out[1][0], clk, neighbouringCells_1_0, in[1][0], initialise);
  Cell Cell_1_1(out[1][1], clk, neighbouringCells_1_1, in[1][1], initialise);
  Cell Cell_1_2(out[1][2], clk, neighbouringCells_1_2, in[1][2], initialise);
  Cell Cell_2_0(out[2][0], clk, neighbouringCells_2_0, in[2][0], initialise);
  Cell Cell_2_1(out[2][1], clk, neighbouringCells_2_1, in[2][1], initialise);
  Cell Cell_2_2(out[2][2], clk, neighbouringCells_2_2, in[2][2], initialise);
endmodule
</file>
<file path="./run.sh">
#!/bin/bash
# OpenROAD 26Q1-2900-gdf79404cd8, Yosys 0.63+post, stock flow scripts
make -C /OpenROAD-flow-scripts/flow DESIGN_CONFIG=/design/flow/config.mk WORK_HOME=/design/flow/orfs finish
</file>
<file path="./config.mk">
export PLATFORM = sky130hd
export DESIGN_NAME = gol
export DESIGN_NICKNAME = gol
export VERILOG_FILES = /design/flow/design.v
export SDC_FILE = /design/flow/constraint.sdc
export NUM_CORES = 4
export LEC_CHECK = 1
export CORE_AREA = 10 10 96 96
export DIE_AREA = 0 0 106 106
</file>
<file path="./constraint.sdc">
current_design gol

set clk_period 3.2
set clk_io_pct 0.2

create_clock -name clk0 -period $clk_period [get_ports {clk}]

set non_clock_inputs [all_inputs -no_clocks]
set_input_delay [expr $clk_period * $clk_io_pct] -clock clk0 $non_clock_inputs
set_output_delay [expr $clk_period * $clk_io_pct] -clock clk0 [all_outputs]
</file>
==> impl_metrics.yaml <==
# synthesis and place-and-route metrics
worst_hold_path:
  hp-class: "reg -> reg"
timing:
  fin_tns_setup_ns: -0.07302
  rsz0062_at_grt: "yes"
  slew_headroom: 0.4991
  finalMaxSlewViolations: 0
  period_used_share: 1.023
  setup-violations-final: 1
  max_freq_mhz: 305.5
  finalWorstSetupSlack_ns: -0.07302
  fin_crit_ns: 3.273
  worst_pin_slew_ns: 0.7490
  hold_viol: 0
  finalClockSkew_ns: 0.002206
route:
  drtIter0Drc: 40
  wire_per_inst_um: 10.28
  vias: 868
  drcViolationCount: 0
  post_drt_via_cell_ratio: 3.528
  drt_wl_total_mm: 2.530
  ant_nets: 0
  antenna_cells: 0
  dr.pass1.iters: 4
die:
  io_pins: 20
  dieArea_um2: 11240
  floorplan.core_util: 0.1797
  die_w_um: 106
  core_um2: 7214
  rows: 31
  die_height_um: 106
synth:
  ys_warn_count: 1
  synth_area_um2: 1296
  ys_ff: 9
  syn_inst: 124
  ys_cells: 124
  yosysChipArea_um2: 1296
  yosys.stat.seqShare: 0.2085
  avgSynthCellArea_um2: 10.45
  synth_cell_types: 17
flow_run:
  warnings: 36
  max_cap_violations: 0
placed_design:
  dp_cells: 241
  port_buffers: 19
  place_hpwl_mm: 2.184
  gp_congestion: 0.7849
  placed_cell_area_um2: 1602
  pre_cts_ws_ns: -0.1526
worst_setup_path:
  crit_fanout: 2
  critPathKind: "reg -> reg"
  reg2reg_slack_ns: -0.07
  crit_required_ns: 3.18
  arrival_ns: 3.25
  startpoint_type: "register"
  end_kind: "register"
cts:
  clock_path_buffers: 2
  cts_root_buf: "clkbuf_8"
  cts_tree: "built"
  htreeDepth: 1
  clk_latency_ns: 0.23
  cts-buffers-inserted: 3
  clkSinkCount: 9
  path_clk_slew_ns: 0.05
global_route:
  grt.total_usage: 0.04715
  grt_pass1_vias: 929
  grt_max_degree: 25
  grt_overflow: 0
  grt_pass1_wl_mm: 4.360
  antenna_found_initial: 0
cells_and_area:
  final-instance-count-excl-fill: 246
  final_area_um2: 1657
  utilization: 0.2296
  area_growth_pct: 27.80
  drive_gt1_frac: 0.1293
run_status:
  status: "finished with violations"
  violations: "negative setup slack"
==> cells in the mapped netlist <==
master	number	area [um2]
buf_2	1	5.000
buf_6	1	11.26
or4b_1	7	70.07
or4b_4	1	13.76
edfxtp_1	9	270.3
ha_1	21	262.8
a31oi_1	1	6.260
or4_1	1	7.510
nor2b_1	1	6.260
buf_4	9	67.56
o21ai_0	8	40.04
nand2_1	10	37.54
o41ai_1	1	8.760
nor2_1	1	3.750
fa_1	16	320.3
nand3b_1	8	60.06
inv_1	28	105.1
==> sequential cells by signal, indices dropped and copies added (netlist names) <==
name          cells
Cell_0_0.out      1
Cell_0_1.out      1
Cell_0_2.out      1
Cell_1_0.out      1
Cell_1_1.out      1
Cell_1_2.out      1
Cell_2_0.out      1
Cell_2_1.out      1
Cell_2_2.out      1
==> layout by cell type (no fill, tap or decap), drive strengths merged <==
cell / count
nor2b: 1
clkdlybuf4s50: 19
nand2: 10
fa: 16
a31oi: 1
inv: 28
o41ai: 1
or4: 1
ha: 21
or4b: 8
clkbuf: 4
edfxtp: 9
buf: 11
nand3b: 8
nor2: 1
o21ai: 8
==> worst max-delay path, cell delays in order, from the launching register on <==
cell      delay [ns]
edfxtp_1        0.38
ha_1            0.31
inv_2           0.06
fa_1            0.41
fa_1            0.50
inv_2           0.04
fa_2            0.34
inv_2           0.06
fa_1            0.42
or4_1           0.49
==> layer usage <==
metal	part of all wire	track usage	vias up	wire length (um)
li1	-	-	440	-
met2	0.47	0.07730	14	1191
met5	0	0	-	0
met3	0.036	0.01101	2	92
met1	0.48	0.06296	412	1205
met4	0.016	0.008704	0	40
==> through the flow <==
stage,hold WS (ns)
after floorplan,0.7707
after global placement,0.8458
after detailed placement,0.8501
after CTS,0.8711
after global routing,0.9142
final,0.8559
==> logic make-up after synthesis <==
kind of cell	share of synthesized area
DFF	0.2085
AOI/OAI and AO/OA	0.04248
adders and majority gates	0.4498
and+or+nand+nor	0.1535
buffers and inverters	0.1457
==> area by class of cell <==
cell class	instances	area [um2]
fillers	789	5558
multi-input cells	76	839.6
well taps	99	123.9
inverters	28	105.1
repair buffers	30	272.8
flip-flops and latches	9	270.3
clock buffers	4	45.04
==> path summary, 6_finish.rpt <==
kind                  endpoint          from  cells after the start
setup / recovery  Cell_1_1.out  Cell_0_0.out                      9
hold / removal    Cell_2_1.out  Cell_2_0.out                      2
setup reg to reg  Cell_1_1.out  Cell_0_0.out                      9
hold reg to reg   Cell_2_1.out  Cell_2_0.out                      2
==> what timing repair did <==
item,CTS,global route
resized,3,1
setup buffers,0,1
hold buffers,0,0
endpoints found under the setup margin,1,2
